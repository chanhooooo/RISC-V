<file path="design/flow/config.mk">
export PLATFORM = sky130hd
export DESIGN_NAME = control_unit_top
export DESIGN_NICKNAME = control_unit_top
export VERILOG_FILES = /design/flow/design.v
export SDC_FILE = /design/flow/constraint.sdc
export NUM_CORES = 4
export LEC_CHECK = 1
export CORE_AREA = 10 10 70 70
export DIE_AREA = 0 0 80 80
</file>
<file path="design/flow/design.v">
module main_dec (input [6:0] op,
                 output reg ALUSrc,
                 output reg RegWrite,
                 output reg MemRead,
                 output reg MemWrite,
                 output reg Branch,
				 output reg Jump,
                 output reg [1:0] Mem_to_Reg,
				 output reg [2:0] ImmSrc,
                 output reg [1:0] ALUOp);
	parameter R_type = 7'b0110011;
	parameter I_type = 7'b0010011;
	parameter B_type = 7'b1100011;
	parameter U_type = 7'b0110111;   
	parameter S_type = 7'b0100011;   
	parameter J_type = 7'b1101111;   
	parameter lw     = 7'b0000011;
	always @(*) begin
    	case (op)
        	R_type: begin
            	ALUSrc     = 1'b0;
            	Mem_to_Reg = 2'b00;
            	RegWrite   = 1'b1;
            	MemRead    = 1'b0;
            	MemWrite   = 1'b0;
            	Branch     = 1'b0;
				Jump	   = 1'b0;
				ImmSrc 	   = 3'b000;
            	ALUOp      = 2'b10;
        	end
			I_type: begin
            	ALUSrc     = 1'b1;
            	Mem_to_Reg = 2'b00;
            	RegWrite   = 1'b1;
            	MemRead    = 1'b0;
            	MemWrite   = 1'b0;
            	Branch     = 1'b0;
				Jump	   = 1'b0;
				ImmSrc 	   = 3'b000;
            	ALUOp      = 2'b10;
        	end
			B_type: begin
            	ALUSrc     = 1'b0;
            	Mem_to_Reg = 2'b00;
            	RegWrite   = 1'b0;
            	MemRead    = 1'b0;
            	MemWrite   = 1'b0;
            	Branch     = 1'b1;
				Jump	   = 1'b0;
				ImmSrc 	   = 3'b010;
            	ALUOp      = 2'b01;
        	end
			S_type : begin
            	ALUSrc     = 1'b1;
            	Mem_to_Reg = 2'b00;
            	RegWrite   = 1'b0;
            	MemRead    = 1'b0;
            	MemWrite   = 1'b1;
            	Branch     = 1'b0;
				Jump	   = 1'b0;
				ImmSrc 	   = 3'b001;
            	ALUOp      = 2'b00;
        	end
			U_type : begin
            	ALUSrc     = 1'b1;
            	Mem_to_Reg = 2'b00;
            	RegWrite   = 1'b1;
            	MemRead    = 1'b0;
            	MemWrite   = 1'b0;
            	Branch     = 1'b0;
				Jump	   = 1'b0;
				ImmSrc 	   = 3'b011;
            	ALUOp      = 2'b00;
        	end
        	lw: begin
            	ALUSrc     = 1'b1;
            	Mem_to_Reg = 2'b01;
            	RegWrite   = 1'b1;
            	MemRead    = 1'b1;
            	MemWrite   = 1'b0;
            	Branch     = 1'b0;
				Jump	   = 1'b0;
				ImmSrc 	   = 3'b000;
            	ALUOp      = 2'b00;
        	end
			J_type: begin   
                ALUSrc     = 1'b0;      
                Mem_to_Reg = 2'b10;     
                RegWrite   = 1'b1;      
                MemRead    = 1'b0;      
                MemWrite   = 1'b0;      
                Branch     = 1'b0;      
                Jump       = 1'b1;      
                ImmSrc     = 3'b100;     
                ALUOp      = 2'b00;     
            end
        	default: begin
            	ALUSrc     = 1'b0;
            	Mem_to_Reg = 2'b00;
            	RegWrite   = 1'b1;
            	MemRead    = 1'b0;
            	MemWrite   = 1'b0;
            	Branch     = 1'b0;
				Jump	   = 1'b0;
				ImmSrc 	   = 3'b000;
            	ALUOp      = 2'b10;
        	end
    	endcase
	end
endmodule
module ALU_dec (input [1:0] ALUOp,
                input [2:0] funct3,
                input [6:0] funct7,
                output reg [3:0] ALU_Control);
    always @(*) begin
        ALU_Control = 4'b0000;  
        case (ALUOp)
            2'b00: ALU_Control = 4'b0000;  
            2'b01: ALU_Control = 4'b0001;  
            2'b10: begin
                casex (funct3)
                    3'b000: ALU_Control = (funct7[5] ? 4'b0001 : 4'b0000);  
                    3'b001: ALU_Control = 4'b0100;  
                    3'b010: ALU_Control = 4'b0110;  
                    3'b100: ALU_Control = 4'b0101;  
                    3'b110: ALU_Control = 4'b0011;  
                    3'b101: ALU_Control = (funct7[5] ? 4'b1000 : 4'b0111);  
                    3'b111: ALU_Control = 4'b0010;  
                    default: ALU_Control = 4'b0000;
                endcase
            end
            default: ALU_Control = 4'b0000;
        endcase
    end
endmodule
module control_unit_top (input [6:0] op,
                         input [2:0] funct3,
                         input [6:0] funct7,
                         output ALUSrc,
                         output RegWrite,
                         output MemRead,
                         output MemWrite,
                         output Branch,
                         output Jump,
                         output [1:0] Mem_to_Reg,
						 output [2:0] ImmSrc,
						 output [3:0] ALU_Control);
    wire [1:0] ALUOp;
    main_dec main_dec (
    .op(op),
    .ALUSrc(ALUSrc),
    .Mem_to_Reg(Mem_to_Reg),
    .RegWrite(RegWrite),
    .MemRead(MemRead),
    .MemWrite(MemWrite),
    .Branch(Branch),
    .Jump(Jump),
	.ImmSrc(ImmSrc),
    .ALUOp(ALUOp)
    );
    ALU_dec ALU_dec (
    .ALUOp(ALUOp),
    .funct3(funct3),
    .funct7(funct7),
    .ALU_Control(ALU_Control)
    );
endmodule
</file>
<file path="design/flow/constraint.sdc">
current_design control_unit_top

set clk_period 3.0
set clk_io_pct 0.2

create_clock -name clk0 -period $clk_period

set non_clock_inputs [all_inputs -no_clocks]
set_input_delay [expr $clk_period * $clk_io_pct] -clock clk0 $non_clock_inputs
set_output_delay [expr $clk_period * $clk_io_pct] -clock clk0 [all_outputs]
</file>
<file path="design/flow/run.sh">
#!/bin/bash
# OpenROAD 26Q1-2900-gdf79404cd8, Yosys 0.63+post, stock flow scripts
make -C /OpenROAD-flow-scripts/flow DESIGN_CONFIG=/design/flow/config.mk WORK_HOME=/design/flow/orfs finish
</file>
==> changes_impl.md <==
### Metrics

* Final hold slack at 1.73 ns
* Crit path arrival time at 2.18 ns
* Die H at 80 µm
* Antenna-violating nets left at 0
* Path type of the worst min-delay path: in -> out
* CP Launch Type: input port
* Final Cycle Share at 92.7%
* Die Area at 0.00640 mm²
* Peak supply drop at 0.0464 mV
* Core footprint at 0.00342 mm²
* RSZ-0062 raised after global routing: no
* Buffers on Ports at 26
* FP Rows at 21
* Dominant cell area share at 14.4%
* Placed Cells at 115
* Sequential area share after synthesis at 0%
* Unique masters post-synth at 22
* Slew HR at 81.7%
* Syn Inst Count at 41
* CP max FO at 6
* Flop count at 0
* Fmax at 360 MHz
* First-pass GRT wire length at 1930 µm
* Placed inst area at 589 µm²
* Slew @ Worst Pin at 0.274 ns
* Violation tally from detailed-route iteration zero at 35
* Power Density at 88.5 mW/mm²
* Status: complete, no violations
* Yosys stat chip area at 260 µm²
* # IOs at 32
* Max Slew Vio Count at 0
* Share of layout cells above drive strength 1 at 18.6%
* Routed WL per cell at 10.6 µm
* DIE WIDTH at 80 µm
* Count leader, synth: nor2_1
* Simple share at 53.8%
* Power Total at 56.3 µW
* Clock period minus final worst setup slack at 2.78 ns
* Adder Area Share at 0%
* Ant. Diodes at 0
* Tool warnings at 38
* Final setup vio count at 0
* Pleak at 0.247 nW
* Drt pass-1 iters at 4
* CP endpoint kind: output port
* Mux frac, synth at 0%
* Via density at 3.56
* Synthesis Warnings at 2
* Top cells by area: nor2_1, a21oi_1, nand4b_1, xor2_1, a32oi_2
* DRC Markers at 0
* Final hold violation count at 0
* Required time of the critical path at 2.40 ns
* Setup crit end: Branch
* Initial antenna violation count at 0
* Largest net degree at the start of global routing at 8
* GR Util All Layers at 3.69%
* Total number of vias at 413
* Dpl hpwl at 1020 µm
* Mapped Area at 260 µm²
* Ao+oa area frac at 26.4%
* Global route total overflow at 0
* Routability Congestion at 0.676
* DRT Wirelength at 1230 µm
* Worst Setup SP: op[5]
* Max cap viols at 0
* Largest combinational cell category by area: simple AND/OR/NAND/NOR gates
* Top post-synthesis cells by count: nor2_1, a21oi_1, nor3_1
* Syn_area_per_cell at 6.35 µm²
* Fin cells at 116
* WS Path Type: in -> out
* Dominant cell type by area after synthesis: nor2_1
* Vias in the first global route at 393
* Initial core utilization at 7.62%
* Yosys cell count at 41
* XOR-XNOR Cells, Area Fraction at 6.73%
* Final instance area at 636 µm²
* Reg area at 0 µm²
* Area Growth Syn to Fin at 144%
* Number of clock-tree buffers in the layout at 0
[kinds of logic after synthesis]
logic type | count (synthesis)
AOI/OAI and AO/OA | 9
buffers and inverters | 5
and+or+nand+nor | 25
xor gates and xnor gates | 2
[critical path: stages]
cell             delay [ns]
clkdlybuf4s50_1        0.51
nand3_2                0.18
or2_4                  0.31
nor2_1                 0.10
clkdlybuf4s50_1        0.48
[placed cells by master, fill, tap and decap left out]
cell type        count
a211oi_2             1
a21oi_1              4
a22oi_1              1
a32oi_4              1
and4_1               1
buf_4                5
buf_6                1
clkdlybuf4s50_1     21
dlygate4sd2_1        1
dlymetal6s2s_1       4
inv_1                2
nand2_1              1
nand3_2              1
nand3b_1             1
nand4_1              1
nand4b_1             2
nor2_1              10
nor2b_1              2
nor3_1               2
nor3_2               1
nor4_1               1
o21ai_0              1
o22ai_2              1
or2_4                1
or3_4                1
xor2_1               2
[where the power goes]
part	internal [mW]	leakage, nW	total, mW	switching, mW
clock network	0	0	0	0
registers	0	0	0	0
logic	0.0333	0.247	0.0563	0.0230
[through the flow]
stage,utilization [%],setup slack [ns],setup TNS [ns]
6_report,18.6,0.218,0
5_1_grt,18.6,0.104,0
4_1_cts,17.5,0.0126,0
3_5_place_dp,17.3,-0.00246,-0.00246
3_3_place_gp,17.3,0.0272,0
2_1_floorplan,-,0.963,0
[worst min-delay path by stage]
stage	startpoint	endpoint	slack, ns	depth (start not counted)
6_report	op[6]	ALU_Control[0]	1.73	4
4_1_cts	op[4]	ImmSrc[0]	2.12	4
5_1_grt	op[6]	ALU_Control[0]	1.78	4
[layout make-up]
cell class	count	area [µm²]
fillers	398	2780
repair buffers	32	318
multi-input cells	36	253
well taps	46	57.6
inverters	2	7.51
[timing repair]
action,CTS,global route
pin swaps,1,2
resized,2,8
gates cloned,0,0
hold buffers,0,0
setup buffers,0,1
setup endpoints to repair,1,6
[metal layers]
| metal | global-route usage [%] | up-vias | routed length, µm |
|---|---|---|---|
| met1 | 4.94 | 184 | 531 |
| met5 | 0 | - | 0 |
| li1 | - | 208 | - |
| met2 | 5.78 | 21 | 559 |
| met3 | 1.48 | 0 | 139 |
| met4 | 0 | 0 | 0 |
Power and IR drop assume default switching activity.
